### /design/flow/config.mk
export PLATFORM = sky130hd
export DESIGN_NAME = div_three_clk
export DESIGN_NICKNAME = div_three_clk
export VERILOG_FILES = /design/flow/design.v
export SDC_FILE = /design/flow/constraint.sdc
export NUM_CORES = 4
export LEC_CHECK = 1
export CORE_AREA = 10 10 70 70
export DIE_AREA = 0 0 80 80
### /design/flow/constraint.sdc
current_design div_three_clk

set clk_period 1.0
set clk_io_pct 0.2

create_clock -name clk0 -period $clk_period [get_ports {clk_in}]

set non_clock_inputs [all_inputs -no_clocks]
set_input_delay [expr $clk_period * $clk_io_pct] -clock clk0 $non_clock_inputs
set_output_delay [expr $clk_period * $clk_io_pct] -clock clk0 [all_outputs]
### /design/flow/design.v
module div_three_clk(clk_in, reset, clk_out);
	input clk_in, reset;
	output clk_out;
	reg[1:0] pos_count, neg_count;
	assign clk_out = ((pos_count == 2) || (neg_count == 2));
	always @(posedge clk_in)
		if (reset || pos_count == 2)
			pos_count <= 0;
		else
			pos_count <= pos_count + 1;
	always @(negedge clk_in)
		if (reset || neg_count == 2)
			neg_count <= 0;
		else
			neg_count <= neg_count + 1;
endmodule
### /design/flow/run.sh
#!/bin/bash
# OpenROAD 26Q1-2900-gdf79404cd8, Yosys 0.63+post, stock flow scripts
make -C /OpenROAD-flow-scripts/flow DESIGN_CONFIG=/design/flow/config.mk WORK_HOME=/design/flow/orfs finish
==> results.sh <==
# flow metrics
export IMPL_status="finished, violations left"
export IMPL_violations="setup timing"
export IMPL_start_kind="flip-flop"
export IMPL_via_per_inst=1.775
export IMPL_fin_total_pwr_uw=604.7
export IMPL_diodes=0
export IMPL_required_ns=0.80
export IMPL_powerDensity_nw_per_um2=2031
export IMPL_rsz0062_at_grt="yes"
export IMPL_layoutNonFillerInstCount=71
export IMPL_endpoint_kind="output port"
export IMPL_n_fill_cell=405
export IMPL_ys_top_logic_family="simple AND/OR/NAND/NOR gates"
export IMPL_final_max_slew_viol_count=0
export IMPL_final_core_util_pct=8.718
export IMPL_path_class="reg -> out"
export IMPL_postRouteAntennaNets=0
export IMPL_first_global_vias=136
export IMPL_die_x_um=80
export IMPL_finalHoldViolations=0
export IMPL_max_cap_violations=0
export IMPL_xor_area_share_pct=0
export IMPL_hold_path_class="in -> reg"
export IMPL_yosys_warnings=1
export IMPL_worstMarginPinSlew_ns=0.2053
export IMPL_path_clk_slew_ns=0.04
export IMPL_grt_overflow=0
export IMPL_fin_skew_ns=0.002074
export IMPL_grt_pass1_wl_um=572
export IMPL_die_height_um=80
export IMPL_yosys_area_share_adder_pct=16.39
export IMPL_rows=21
export IMPL_fin_hold_ws_ns=0.3762
export IMPL_grt_max_degree=5
export IMPL_synth_simple_area_share_pct=23.77
export IMPL_clock_sinks=4
export IMPL_yosys_area_share_aoi_pct=0
export IMPL_drtPass1Iterations=2
export IMPL_fin_setup_tns_ns=-0.7906
export IMPL_timing_slew_headroom_pct=86.31
export IMPL_place_area_um2=266.5
export IMPL_max_clock_path_buffers=2
export IMPL_hold_path_depth=2
export IMPL_cts_tree="yes"
export IMPL_path_max_fanout=2
export IMPL_postSynthCellCount=14
export IMPL_area_growth_synth_to_final_pct=95.08
export IMPL_cp_arrival_ns=1.59
export IMPL_final_cell_area_um2=297.8
export IMPL_cts_buffers=3
export IMPL_reg2reg_depth=4
export IMPL_drtIter0Drc=4
export IMPL_hold_buffers=0
export IMPL_ys_types=6
export IMPL_clock_latency_ns=0.29
export IMPL_gp_congestion=0.6801
export IMPL_place_ws_ns=-0.8113
export IMPL_htreeDepth=1
export IMPL_cts_root_buf="clkbuf_4"
export IMPL_drive_above_1_share_pct=52.00
export IMPL_drcViolationCount=0
export IMPL_peakVddDrop_v=0.0002963
export IMPL_ys_area_um2=152.6
export IMPL_avgSynthCellArea_um2=10.90
export IMPL_fin_ws_ns=-0.7906
export IMPL_ys_cells=14
export IMPL_mux_area_share_pct=0
export IMPL_setup_violations_final=1
export IMPL_ys_flops=4
export IMPL_antenna_found_initial=0
export IMPL_grt_util_all_layers_pct=1.136
export IMPL_ys_seq_share_pct=52.46
export IMPL_fp_util_pct=4.469
export IMPL_wire_per_inst_um=4.366
export IMPL_synth_area_um2=152.6
export IMPL_leakage_nw=0.1230
export IMPL_vias=126
export IMPL_wirelength_um=310
export IMPL_core_area_um2=3416
export IMPL_place_inst=65
export IMPL_dieArea_um2=6400
export IMPL_io_pins=3
export IMPL_port_buffers=2
export IMPL_tool_warnings=30
==> flip-flops by register name, indices dropped and copies added, names as in the netlist <==
name and cells:
pos_count 2, neg_count 2
==> cell usage in the layout, fill, tap and decap left out <==
cell           Yosys  final
inv_1              3      3
ha_1               2      1
dlygate4sd2_1      0      1
inv_2              0      1
dfxtp_1            4      3
nor3_2             2      2
nor3_1             2      2
clkbuf_1           0      1
clkbuf_4           0      3
dfxtp_2            0      1
buf_4              0      4
or2_1              1      1
ha_4               0      1
buf_2              0      1
==> cells by family after synthesis <==
kind of cell               count (synthesis)
adders and majority gates                  2
buffers and inverters                      3
DFF                                        4
and+or+nand+nor                            5
==> path summary, 6_finish.rpt <==
kind,start,slack (ns),endpoint
setup / recovery,neg_count[0]$_SDFF_NP0_,-0.79,clk_out
hold / removal,reset,0.38,pos_count[1]$_SDFF_PP0_
setup reg to reg,pos_count[0]$_SDFF_PP0_,0.07,pos_count[0]$_SDFF_PP0_
hold reg to reg,pos_count[0]$_SDFF_PP0_,0.42,pos_count[0]$_SDFF_PP0_
==> final cells by class <==
class | count | area (um2) | share of cell area [%]
clock buffers | 4 | 26.28 | 8.824
clock inverters | 2 | 7.507 | 2.521
inverters | 2 | 7.507 | 2.521
multi-input cells | 7 | 73.82 | 24.79
flip-flops and latches | 4 | 81.33 | 27.31
well taps | 46 | 57.56 | 19.33
repair buffers | 6 | 43.79 | 14.71
==> report_power, final <==
part	internal [mW]	total [mW]	switching, mW
logic	0.0901	0.142	0.0524
registers	0.194	0.211	0.0167
clock network	0.161	0.251	0.0897
==> synthesized netlist by cell type <==
cell | count | area, um2
dfxtp_1 | 4 | 80.08
inv_1 | 3 | 11.26
ha_1 | 2 | 25.02
nor3_1 | 2 | 10.01
nor3_2 | 2 | 20.02
or2_1 | 1 | 6.260
==> routing by layer <==
layer / part of all wire [%] / vias to the layer above / track usage [%]
li1: - / 68 / -
met1: 47 / 53 / 1.200
met2: 36 / 5 / 1.124
met3: 17 / 0 / 1.591
met4: 0 / 0 / 0.5282
met5: 0 / - / 0
==> worst max-delay path, cell delays in order (launching register included) <==
cell	delay (ns)
dfxtp_2	0.32
inv_2	0.04
ha_4	0.14
or2_1	0.19
buf_2	0.11
==> repair_timing <==
action / in CTS / in global routing
endpoints found under the hold margin: 0 / 0
gates cloned: 0 / 0
endpoints found under the setup margin: 3 / 1
resized: 4 / 0
buffers inserted: 1 / 0
