--- /design/flow/config.mk ---
export PLATFORM = sky130hd
export DESIGN_NAME = alu
export DESIGN_NICKNAME = alu
export VERILOG_FILES = /design/flow/design.v
export SDC_FILE = /design/flow/constraint.sdc
export NUM_CORES = 4
export LEC_CHECK = 1
export CORE_AREA = 10 10 95 95
export DIE_AREA = 0 0 105 105
--- /design/flow/constraint.sdc ---
current_design alu

set clk_period 6.3
set clk_io_pct 0.2

create_clock -name clk0 -period $clk_period

set non_clock_inputs [all_inputs -no_clocks]
set_input_delay [expr $clk_period * $clk_io_pct] -clock clk0 $non_clock_inputs
set_output_delay [expr $clk_period * $clk_io_pct] -clock clk0 [all_outputs]
--- /design/flow/design.v ---
module alu(opcode, opd_1, opd_2, res, c_flag, z_flag);
	input[2:0] opcode;
	input[7:0] opd_1, opd_2;
	output reg[15:0] res = 16'h0000;
	output reg c_flag = 1'b0, z_flag = 1'b0;
	parameter[3:0]
		ADD  = 4'b0000,
		ADDC = 4'b0001,
		SUB  = 4'b0010,
		SUBB = 4'b0011,
		DEC  = 4'b0100,
		INC  = 4'b0101,
		TRAN = 4'b0110,
		AND  = 4'b0111,
		OR   = 4'b1000,
		XOR  = 4'b1001,
		NOT  = 4'b1010,
		SHL  = 4'b1011,
		SHR  = 4'b1100;
	always @(opcode or opd_1 or opd_2)
	begin
		if (opcode == ADD)
		begin
			res = opd_1 + opd_2;
			c_flag = 1'b0;
			z_flag = (res == 16'h0000);
		end
		else if (opcode == ADDC)
		begin
			res = opd_1 + opd_2;
			c_flag = res[8];
			z_flag = (res == 16'h0000);
		end
		else if (opcode == SUB)
		begin
			res = opd_1 - opd_2;
			c_flag = 1'b0;
			z_flag = (res == 16'h0000);
		end
		else if (opcode == SUBB)
		begin
			res = opd_1 - opd_2;
			c_flag = res[8];
			z_flag = (res == 16'h0000);
		end
		else if (opcode == DEC)
		begin
			res = opd_1 - 1'b1;
			c_flag = res[8];
			z_flag = (res == 16'h0000);
		end
		else if (opcode == INC)
		begin
			res = opd_1 + 1'b1;
			c_flag = res[8];
			z_flag = (res == 16'h0000);
		end
		else if (opcode == AND)
		begin
			res = opd_1 & opd_2;
			z_flag = (res == 16'h0000);
		end
		else if (opcode == OR)
		begin
			res = opd_1 | opd_2;
			z_flag = (res == 16'h0000);
		end
		else if (opcode == XOR)
		begin
			res = opd_1 ^ opd_2;
			z_flag = (res == 16'h0000);
		end
		else if (opcode == NOT)
		begin
			res = ~opd_1;
			z_flag = (res == 16'h0000);
		end
		else if (opcode == SHL)
		begin
			res = opd_1 << 1;
			z_flag = (res == 16'h0000);
		end
		else if (opcode == SHR)
		begin				
			res = opd_1 >> 1;
			z_flag = (res == 16'h0000);
		end
		else
		begin
			res = 16'h0000;
			c_flag = 1'b0;
			z_flag = 1'b0;
		end
	end
endmodule
--- /design/flow/run.sh ---
#!/bin/bash
# OpenROAD 26Q1-2900-gdf79404cd8, Yosys 0.63+post, stock flow scripts
make -C /OpenROAD-flow-scripts/flow DESIGN_CONFIG=/design/flow/config.mk WORK_HOME=/design/flow/orfs finish
==> flow_metrics.tcl <==
# flow metrics
set metrics [dict create \
    area_growth_pct 23.14 \
    setup.worst_path.start_class "primary input" \
    port_buffers 37 \
    critPathMostFrequentCell "clkdlybuf4s50_1" \
    top_area_share_pct 14.74 \
    top_cells_by_count "20 x ha_1, 19 x nor2_1, 18 x inv_1, 16 x a21oi_1, 16 x nand3_1" \
    dr.pass1.iters 4 \
    avgSynthCellArea_um2 6.819 \
    first_global_vias 1707 \
    max_freq_ghz 0.1707 \
    ant_nets 0 \
    place_inst 366 \
    post_cts_buffers 0 \
    grt_setup_unrepaired "false" \
    slew_headroom_pct 55.16 \
    grt_use_total_pct 9.156 \
    drt-initial-drc-count 100 \
    setup_violations 0 \
    path_delay_family "buffers and inverters" \
    critPathRequiredTime_ns 5.04 \
    power_leakage_uw 0.0007681 \
    drc 0 \
    hp-class "in2out" \
    core_mm2 0.006907 \
    cap_violations 0 \
    gp_congestion 0.9170 \
    period_minus_slack_ns 5.859 \
    cp.depth 11 \
    critPathCaptureType "output port" \
    chipHeight_um 105 \
    hold_buffers 0 \
    netlist_area_mm2 0.001698 \
    unclocked_pins 1 \
    synthFlopType "dlxtn_1" \
    fin_crit_sh_pct 93.00 \
    crit_arrival_ns 4.60 \
    ys_cells 249 \
    fin_tns_setup_ns 0 \
    warnings 43 \
    critPathMaxFanout 11 \
    die-width_um 105 \
    synth_cell_types 60 \
    slowest_stage "clkdlybuf4s50_1" \
    muxShareOfSynthArea_pct 3.021 \
    rows 30 \
    synth_flops 1 \
    cpPeakStageDelay_ns 0.71 \
    yosys.area_share.aoi_pct 29.55 \
    ys_area_mm2 0.001698 \
    holdPathStages 4 \
    grt_pass1_wl_mm 8.687 \
    finalMaxSlewViolations 0 \
    synthesis.yosys.warnings 1 \
    synth.area.top_cells "ha_1 15%, a21oi_1 4.7%, nand3_1 4.7%" \
    grt.overflow.total 0 \
    final_area_mm2 0.002091 \
    crit_chain "clkdlybuf4s50_1 > inv_1 > ha_1 > fa_1 > nor2b_1 > o31a_1 > nor3_2 > o31ai_1 > o211ai_1 > o211ai_2 > clkdlybuf4s50_1" \
    ir_worst_vdd_uv 34.03 \
    hold_viol 0 \
    ys_sh_xor_pct 6.190 \
    synth-async-reset-ratio_pct 0 \
    antenna_found_initial 0 \
    cp.buffers_inverters 3 \
    powerDensity_mw_per_mm2 78.72 \
    vias_per_cell 5.046 \
    placed_area_mm2 0.002091 \
    fin_cells 366 \
    netlist_instances 249 \
    most_common_cell "ha_1" \
    ys_top_logic_family "simple AND/OR/NAND/NOR gates" \
    cts_resized 0 \
    grt_max_degree 21 \
    wl_mm 5.328 \
    dieArea_mm2 0.01103 \
    synth-edff-count 0 \
    largest_reg_flops 1 \
    status "complete, no violations" \
    boundaryPins 37 \
    synthAdderAreaFrac_pct 17.10 \
    untimed_endpoints 2 \
    nFillCells 753 \
    drive_gt1_share_pct 5.556 \
    wire_per_inst_um 14.56 \
    fp_util_pct 24.58 \
    simple_gate_area_share_pct 31.32 \
    critPathKind "in2out" \
    largest_area_cell "ha_1" \
    num_antenna_cells 0 \
    post-dp-hpwl_mm 4.435 \
    worst_pin_slew_ns 0.6656 \
    num_vias 1847 \
]
## worst min-delay path: cells and delay by family
kind	cells	cell delay [ns]
adders and majority gates	1	0.20
buffers and inverters	2	0.92
muxes	1	0.08
## power by group
part           switching (µW)  internal [µW]  total [µW]
Sequential            0.00985          0.306       0.316
Combinational            85.7           78.5         164
Clock                       0              0           0
## area by class of cell
class	instances	area (µm²)	share of cell area, %
Inverter	20	75.07	3.591
Multi-Input combinational cell	208	1480	70.80
Sequential cell	1	15.01	0.7181
Tap cell	96	120.1	5.745
Timing Repair Buffer	41	400.4	19.15
## routing by layer
metal | global-route usage (%) | part of all wire (%) | vias to the layer above
li1 | - | - | 963
met1 | 13.70 | 50 | 819
met2 | 14.19 | 43 | 63
met3 | 1.056 | 6.0 | 2
met4 | 0.6863 | 0.84 | 0
met5 | 0 | 0 | -
## worst paths after layout
| check | startpoint | endpoint | slack [ns] |
|---|---|---|---|
| max | opd_1[0] | z_flag | 0.44 |
| min | opd_2[0] | res[0] | 3.72 |
## logic make-up after synthesis
group                    count (synthesis)
XOR/XNOR                                12
multiplexers                             5
adder cells (fa/ha/maj)                 22
buffers and inverters                   40
latches                                  1
AND-OR/OR-AND                           73
AND/OR/NAND/NOR                         96
## cells in the final DEF, fill, tap and decap left out, types with 6 or more instances in the layout
| master | instances |
|---|---|
| a21oi_1 | 16 |
| clkdlybuf4s50_1 | 37 |
| ha_1 | 20 |
| inv_1 | 18 |
| nand2_1 | 9 |
| nand3_1 | 16 |
| nand4_1 | 6 |
| nor2_1 | 19 |
| nor3_1 | 11 |
| o21a_1 | 6 |
| o21ai_0 | 14 |
| xor2_1 | 7 |
## through the flow
step                      hold WS (ns)  setup WS (ns)  total power (µW)  utilization (%)
final                            3.717         0.4411             164.6            30.27
after global routing             3.777         0.1601             184.1            30.27
after CTS                        3.727         0.4269             165.4            30.27
after detailed placement         3.717         0.4364             164.3            30.27
after global placement           3.719         0.5041             165.9            30.27
after floorplan                  2.657          1.997             105.9                -
Power is estimated from default activity; no workload was simulated.
